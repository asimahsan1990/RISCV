==> ./run.sh <==
#!/bin/bash
# OpenROAD 26Q1-2900-gdf79404cd8, Yosys 0.63+post, stock flow scripts
make -C /OpenROAD-flow-scripts/flow DESIGN_CONFIG=/design/flow/config.mk WORK_HOME=/design/flow/orfs finish
==> ./config.mk <==
export PLATFORM = sky130hd
export DESIGN_NAME = multiplexor_4
export DESIGN_NICKNAME = multiplexor_4
export VERILOG_FILES = /design/flow/design.v
export SDC_FILE = /design/flow/constraint.sdc
export NUM_CORES = 4
export LEC_CHECK = 1
export CORE_AREA = 10 10 95 95
export DIE_AREA = 0 0 105 105
==> ./constraint.sdc <==
current_design multiplexor_4

set clk_period 1.5
set clk_io_pct 0.2

create_clock -name clk0 -period $clk_period

set non_clock_inputs [all_inputs -no_clocks]
set_input_delay [expr $clk_period * $clk_io_pct] -clock clk0 $non_clock_inputs
set_output_delay [expr $clk_period * $clk_io_pct] -clock clk0 [all_outputs]
==> ./design.v <==
module multiplexor_4#(parameter WIDTH=32)(
	input wire [1:0]	sel,
	input wire [WIDTH-1:0] in0 ,
	input wire [WIDTH-1:0] in1,
    input wire [WIDTH-1:0] in2,
    input wire [WIDTH-1:0] in3,
	output reg [WIDTH-1:0] mux_out);
always @(*) begin
    case(sel)
    0:mux_out=in0;
    1:mux_out=in1;
    2:mux_out=in2;
    3:mux_out=in3;
    endcase
end
endmodule
==> reports/results.ini <==
[routing]
drt_iter0_markers = 21
drt_first_pass_iters = 3
drcViolationCount = 0
wl_per_cell_um = 22.6
dr_total_vias = 1205
vias_per_cell = 3.96
ant_nets = 0
wl_mm = 6.88

[sta]
finalHoldViolations = 0
slew_headroom = 0.895
rsz0062_at_grt = yes
period_needed_ns = 1.56
finalCritPeriodShare = 1.04
fmax_mhz = 641
slew_violations = 0
tightest_slew_ns = 0.159
finalSetupTns_ns = -0.766
whs_ns = 1.08
setup_viol = 19
setup_ws_ns = -0.0595

[run_status]
failed_checks = negative setup slack
outcome = finished, violations left

[global_routing]
grt_overflow_total = 0
track_usage = 0.119
antenna_found_initial = 1
grt_start_max_net_pins = 17
grt_pass1_vias = 1517
grt_pass1_wl_mm = 10.1

[min_path]
worstHoldPathType = in -> out
min_path_cells = 3

[setup_path]
path_common_cell = buf_12
critical_path_class = in -> out
slowest_delay_ns = 0.49
cp.required_ns = 1.20
path_cells = buf_12, buf_12, clkbuf_16, mux4_2, buf_2
worstSetupEndpointType = primary output
slowest_stage = mux4_2
critPathMaxFanout = 5
crit_arrival_ns = 1.26
start_kind = input port

[placed_design]
place_congestion = 0.839
place_ws_ns = -0.643
hpwl_mm = 6.16
post_dp_cell_area_mm2 = 0.00252
dp.cells = 293
port_buffers = 162

[yosys]
ys_cells = 39
largest_area_cell = mux4_2
yosysSeqAreaShare = 0
synth_area_um2 = 815
syn_area_per_cell_um2 = 20.9
ys_chip_area_um2 = 815
synth.distinct_cells = 5
yosys_warnings = 1
synthCells = 39
topCellsByArea = mux4_2 83%, buf_12 7.4%, mux4_1 6.5%, buf_2 1.8%, buf_6 1.4%
yosys.area.top_type_share = 0.829

[floorplanning]
core_mm2 = 0.00691
row_count = 30
die_y_um = 105
fp-utilization = 0.118
dieArea_mm2 = 0.0110
boundaryPins = 162
dieWidth_um = 105

[cts]
cts_hold_buf = 0

[job]
drv_cap = 0
warning_count = 34

[cells_and_area]
syn_to_final_growth_pct = 193
fin_util = 0.345
flop-count = 0
seq_area_um2 = 0
fin_area_mm2 = 0.00239
drive_above_1_share = 0.382
instances_no_fill = 304
clkbuf_count = 0

[power_and_ir_drop]
p_per_area_mw_per_mm2 = 246
finalPower_mw = 0.587
ir_worst_vdd_mv = 0.128
p_leak_nw = 1.13

## kinds of logic after synthesis
logic type             count (synthesis)  share of synthesized area
multiplexers                          32                      0.894
buffers and inverters                  7                      0.106
## report_power, final
| group | internal, mW | total (mW) | switching, mW |
|---|---|---|---|
| Combinational | 0.424 | 0.587 | 0.163 |
| Sequential | 0 | 0 | 0 |
| Clock | 0.0000000891 | 0.0000000891 | 0 |
| Total | 0.424 | 0.587 | 0.163 |
## cells in the mapped netlist
master	instances
buf_12	3
buf_6	1
buf_2	3
mux4_2	30
mux4_1	2
## cells in the final DEF, fill, tap and decap left out
| cell type | n |
|---|---|
| dlygate4sd2_1 | 128 |
| mux4_2 | 32 |
| buf_2 | 31 |
| buf_12 | 5 |
| buf_6 | 5 |
| buf_16 | 2 |
| buf_4 | 2 |
| diode_2 | 1 |
| clkbuf_16 | 1 |
| buf_8 | 1 |
## worst max-delay path, delay by kind of cell
family	cells	cell delay [ns]
mux	1	0.49
buf+inv	4	0.47
## layout make-up
cell class                 instances  area [µm²]
multi-input combinational         32         721
fill                             751        4520
tap                               96         120
antenna                            1        2.50
timing repair buffer             175        1540
## repair_timing
item / 4_1_cts / 5_1_grt
endpoints found under the setup margin: 32 / 26
gates cloned: 2 / 1
setup buffers: 6 / 1
gates resized: 251 / 0
hold endpoints to repair: 0 / 0
pin swaps: 0 / 0
## layer usage
layer  part of all wire  track usage  vias up
met5                  0            0        -
met1               0.39        0.140      569
li1                   -            -      544
met3              0.096       0.0453        0
met2               0.52        0.214       92
met4                  0            0        0
## worst paths after layout
path | end | slack (ns) | start
max | mux_out[7] | -0.06 | sel[0]
min | mux_out[24] | 1.08 | in0[24]
