==> ./design.v <==
module memory#(parameter AWIDTH=32,DWIDTH=32)(
  input               clk   ,
  input               wr    ,
  input  [AWIDTH-1:0] addr  ,
  input [DWIDTH-1:0] data_in,
  output [DWIDTH-1:0] data_out
);
reg [DWIDTH-1:0] array[0:((1<<AWIDTH) -1)]; 
assign data_out = array[addr];
always@(posedge clk)
begin
	 if(wr)
		begin
			array[addr]=data_in;
		end
end
endmodule
==> ./run.sh <==
#!/bin/bash
# OpenROAD 26Q1-2900-gdf79404cd8, Yosys 0.63+post, stock flow scripts
make -C /OpenROAD-flow-scripts/flow DESIGN_CONFIG=/design/flow/config.mk WORK_HOME=/design/flow/orfs finish
==> ./config.mk <==
export PLATFORM = sky130hd
export DESIGN_NAME = memory
export DESIGN_NICKNAME = memory
export VERILOG_FILES = /design/flow/design.v
export SDC_FILE = /design/flow/constraint.sdc
export NUM_CORES = 4
export LEC_CHECK = 1
export CORE_UTILIZATION = 30
==> ./constraint.sdc <==
current_design memory

set clk_period 7.9
set clk_io_pct 0.2

create_clock -name clk0 -period $clk_period [get_ports {clk}]

set non_clock_inputs [all_inputs -no_clocks]
set_input_delay [expr $clk_period * $clk_io_pct] -clock clk0 $non_clock_inputs
set_output_delay [expr $clk_period * $clk_io_pct] -clock clk0 [all_outputs]
==> COMMIT_EDITMSG <==
Record implementation results from latest flow run

- Cell area after synthesis: 2460 um2
- Design internal power: 559 uW
* Hold Worst Slack: 1.83 ns
* Maximum operating frequency: 216 MHz
- Data on the critical path arrives at its endpoint at 3.05 ns.
- Number of cells in Yosys stat: 124
- Looking at the hold checks, the worst path lands on array[0][3].
- Nets still carrying antenna violations after routing amount to 0.
* Status: completed
* H-tree levels: 3
* Tool warnings: 25
* Worst hold-check path type: primary input to flip-flop
- The power report puts the net switching power at 126 uW.
- The first TritonRoute pass finished after 3 iterations.
- Setup repair after global routing left no endpoint under its margin.
- Number of filler cells placed in the layout: 688
- Per the TritonCTS log, the buffer count is 9.
- Post-Synthesis Mean Instance Area: 19.8 um2
- In this run the critical path is formed by buf_2 -> mux2_2 -> clkdlybuf4s50_1.
- Among all stages on the critical path, the maximum delay recorded is 0.62 ns.
- Once iteration 0 of detailed routing completed, the report listed 37 DRC markers.
- Floorplan-stage core utilization: 31.5%
* Final weighted congestion of routability-driven global placement: 0.727
- In the routed design, unresolved DRC markers number 0.
* P&R area growth vs syn: 52.0%
- Looking at the worst setup and hold paths, the clock pins of their registers show a slew of 0.07 ns.
* Initial antenna violation count: 0
- Synthesis instantiated 14 different standard cells from the library.
- Wires add up to 4620 um.
- STA lists the maximum fanout along the critical path as 34.
* Number of global-route vias before repair: 1606
* Layout cells sized above 1: 21.3%
- Hold Path Origin: data_in[3]
- Across all layers, the routed design uses 1524 vias.
* Global-route wire length before repair: 7020 um
- The final timing report lists a max-slew violation count of 0.
* Post-detailed-route wirelength per cell: 13.7 um
- Input and output buffers added on the ports amount to 97.
* Site row count: 32
* Least-Margin Pin Slew: 0.807 ns
* Total half-perimeter wirelength after legalization and detailed placement: 3030 um
- The synthesized instance count is 124.
- Dividing total power by cell area gives a power density of 183 nW/um2.
- Die x size: 92.5 um
- Per Yosys stat, the portion of area used by sequential elements is 78.2%.
- The worst path uses 58.6% of the clock period.
- After synthesis, the chip area reported by Yosys is 2460 um2.
- Clock tree from TritonCTS: yes
- VDD IR max: 99.4 uV
- Synthesis inferred 64 register bits.
- Critical path endpoint category: output pin
- Leftover overflow at the end of global routing: 0
- Placeable core region: 7810 um2
* Final antenna diode count: 0
- # resized after CTS: 0
- After floorplanning, the die was sized to cover 8550 um2.
- The critical path in this run is classified as primary input to output pin.
- Once the clock tree was built, the setup fixing pass inserted 0 buffers.
- Combinational Power Share: 8.1%
- For the finished layout, the period the worst path requires is 4.63 ns.
- Among all stages on the critical path, the largest delay is contributed by sky130_fd_sc_hd__buf_2.
- The report counts max-capacitance violations totalling 0.
- The final report lists the setup-violating endpoint count as 0.
- Counting instances, the worst hold path has a depth of 1.
- Across every metal layer, demand over resource in global routing totals 11.4%.
- Largest net degree at the start of global routing: 35
- Part of the power in the clock network: 37.4%
- Maximum number of buffers from clock root to sink: 2
- Switching power as a fraction of the total was reported as 18.4%.
- The worst setup path is launched from a primary input.
- The routed design shows a via density per instance of 4.52.
- CTS Hold Buffers Added: 0
- The data required time reported for the critical path is 6.32 ns.
- Final-report hold violation count: 0
* Proportion of power drawn by flip-flops and latches: 54.5%
- I/O Pins: 98
* Yosys warnings: 1
- In the final timing run, aggregate negative setup slack is 0 ns.
- Die Y-Extent: 92.5 um
* Leak pwr: 0.00121 uW
* Clock root buffer: sky130_fd_sc_hd__clkbuf_8
- TritonCTS reports the number of clock sinks as 64.
- Rel. slew slack: 46.2%
## layout by cell type (no fill, tap or decap)
cell type,netlist,layout
sky130_fd_sc_hd__nand3_1,1,1
sky130_fd_sc_hd__nor4b_1,1,1
sky130_fd_sc_hd__buf_2,3,1
sky130_fd_sc_hd__nor3_4,0,1
sky130_fd_sc_hd__nor2_1,1,1
sky130_fd_sc_hd__nand2_1,1,1
sky130_fd_sc_hd__buf_4,1,2
sky130_fd_sc_hd__nor4_1,6,6
sky130_fd_sc_hd__or3_1,1,1
sky130_fd_sc_hd__or4_1,2,2
sky130_fd_sc_hd__bufinv_16,0,1
sky130_fd_sc_hd__clkdlybuf4s50_1,0,96
sky130_fd_sc_hd__edfxtp_1,64,64
sky130_fd_sc_hd__clkbuf_8,0,9
sky130_fd_sc_hd__mux2_2,32,32
sky130_fd_sc_hd__nand4_1,9,9
sky130_fd_sc_hd__nor3_2,1,1
sky130_fd_sc_hd__clkbuf_1,0,3
sky130_fd_sc_hd__clkinv_2,0,3
## cell families after synthesis
logic type | count (synthesis) | share of synthesized area, %
muxes | 32 | 14.7
DFF | 64 | 78.2
buffers and inverters | 4 | 0.917
and+or+nand+nor | 24 | 6.16
## synthesized netlist by cell type
library cell	number	area, um2
sky130_fd_sc_hd__buf_2	3	15.0
sky130_fd_sc_hd__buf_4	1	7.51
sky130_fd_sc_hd__edfxtp_1	64	1920
sky130_fd_sc_hd__mux2_2	32	360
sky130_fd_sc_hd__nand2_1	1	3.75
sky130_fd_sc_hd__nand3_1	1	5.00
sky130_fd_sc_hd__nand4_1	9	56.3
sky130_fd_sc_hd__nor2_1	1	3.75
sky130_fd_sc_hd__nor3_1	1	5.00
sky130_fd_sc_hd__nor3_2	1	10.0
sky130_fd_sc_hd__nor4_1	6	37.5
sky130_fd_sc_hd__nor4b_1	1	8.76
sky130_fd_sc_hd__or3_1	1	6.26
sky130_fd_sc_hd__or4_1	2	15.0
## state kept, by name (all words and copies together), names as in the netlist
signal / count
array[-1]: 32
array: 32
## how the worst max path moves through the flow
stage,start,end,slack [ns],depth (start not counted)
after CTS,addr[0],data_out[29],3.23,3
after global routing,addr[0],data_out[29],3.16,3
final,addr[0],data_out[29],3.27,3
## power by group through the flow
stage	Clock [uW]	Sequential, uW	Combinational [uW]
CTS	266	373	56.1
finish	256	373	55.2
global route	278	373	59.5
## worst max-delay path, delay by kind of cell
family	cells	cell delay [ns]
mux	1	0.44
buf+inv	2	1.03
## metrics by stage
| step | total power (uW) | cells | instance area (um2) | util, % | worst slack, ns |
|---|---|---|---|---|---|
| 6_report | 685 | 337 | 3730 | 47.8 | 3.27 |
| 5_1_grt | 710 | 337 | 3730 | 47.8 | 3.16 |
| 4_1_cts | 695 | 337 | 3730 | 47.8 | 3.23 |
| 3_5_place_dp | 436 | 321 | 3550 | 45.5 | 3.24 |
| 3_3_place_gp | 436 | 321 | 3550 | 45.5 | 3.24 |
| 2_1_floorplan | 391 | 124 | 2460 | - | 3.08 |
## metal layers
layer  track usage, %  vias to the layer above  share of wire, %
met1             15.0                      714                40
li1                 -                      723                 -
met2             18.1                       81                47
met4             1.30                        0              0.95
met5                0                        -                 0
met3             6.18                        6                12
## area by class of cell
cell class	count	area [um2]	area share, %
flip-flops and latches	64	1920	51.5
well taps	102	128	3.42
multi-input cells	56	523	14.0
clock buffers	12	135	3.62
repair buffers	99	981	26.3
clock inverters	4	45.0	1.21
Power figures rest on the tool's default switching activity, not on a simulated workload.
