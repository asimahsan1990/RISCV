==> flow/design.v <==
module register_file #(parameter DWIDTH=32)(
  input               clk   ,
  input               wr    ,
  input  [4:0]        Addr_A ,
  input  [4:0]        Addr_B ,
  input  [4:0]        Addr_D ,
  input [DWIDTH-1:0] Data_D,
  output [DWIDTH-1:0] Data_A,
  output [DWIDTH-1:0] Data_B
);
reg [DWIDTH-1:0] array[0:31]; 
assign Data_A = Addr_A?array[Addr_A]:0;
assign Data_B = Addr_B?array[Addr_B]:0;
always@(negedge clk)
begin
	array[0]=0;
	 if(wr)
		begin
            array[Addr_D]=Data_D;
		end
end
endmodule
==> flow/run.sh <==
#!/bin/bash
# OpenROAD 26Q1-2900-gdf79404cd8, Yosys 0.63+post, stock flow scripts
make -C /OpenROAD-flow-scripts/flow DESIGN_CONFIG=/design/flow/config.mk WORK_HOME=/design/flow/orfs finish
==> flow/config.mk <==
export PLATFORM = sky130hd
export DESIGN_NAME = register_file
export DESIGN_NICKNAME = register_file
export VERILOG_FILES = /design/flow/design.v
export SDC_FILE = /design/flow/constraint.sdc
export NUM_CORES = 4
export LEC_CHECK = 1
export CORE_UTILIZATION = 50
==> flow/constraint.sdc <==
current_design register_file

set clk_period 7.2
set clk_io_pct 0.2

create_clock -name clk0 -period $clk_period [get_ports {clk}]

set non_clock_inputs [all_inputs -no_clocks]
set_input_delay [expr $clk_period * $clk_io_pct] -clock clk0 $non_clock_inputs
set_output_delay [expr $clk_period * $clk_io_pct] -clock clk0 [all_outputs]
==> flow_metrics.tcl <==
# collected from the flow reports
set metrics [dict create \
    cpMostUsedCell "mux4_2" \
    grtUsageTotal_pct 37.7 \
    placed_cell_area_sq_um 51400 \
    synth.most_common_cell "edfxtp_1" \
    crit_type "flop to output port" \
    diodes 0 \
    ys_seq_share_pct 64.9 \
    yosys.area_share.simple_pct 2.08 \
    synth_cells 2313 \
    fin_cells 4953 \
    yosys_area_sq_um 46900 \
    io_pins 113 \
    max_slew.worst_pin.slew_ns 0.989 \
    whs_ns 3.46 \
    ys_cells 2313 \
    hp-class "input port to output port" \
    cts.clk_slew.worst_paths_ns 0.03 \
    p_sw_share_pct 28.5 \
    status "finished with violations" \
    cp_slowest_cell "mux4_2" \
    ir_drop_mv 0.210 \
    cts.sinks 1024 \
    leakagePower_nw 23.7 \
    yosysWarnings 1 \
    crit_arrival_ns 6.25 \
    crit_required_ns 5.76 \
    avgRoutedWirePerCell_um 31.1 \
    grt_pass1_wl_um 221000 \
    drive_gt1_share_pct 32.8 \
    grt_max_degree 70 \
    crit_fanout 2 \
    p_total_w 0.0161 \
    vias 30100 \
    dieArea_sq_um 95100 \
    ys_ff 1024 \
    clockBufferDepth 3 \
    die_h_um 308 \
    numCtsBuffers 112 \
    io_buffers 112 \
    top_cell_area_share_pct 63.5 \
    cts_tree "done" \
    initial_utilization_pct 50.8 \
    ys.flop_type "edfxtp_1" \
    crit_path_cell_trace "buf_4 -> mux4_2 -> mux4_2 -> o22ai_2 -> nor3_2 -> buf_2" \
    crit_path_start "array[31][6]" \
    largest_reg_flops 1024 \
    yosys-top-cells-area "edfxtp_1, mux4_2, mux2i_1" \
    drt_iter0_drc 1727 \
    p_int_w 0.0115 \
    cts-root-buf "clkbuf_16" \
    synth-edff-count 992 \
    syn_to_final_growth_pct 29.0 \
    rsz0062_at_grt "true" \
    antenna_found_initial 3 \
    cp-end-kind "output port" \
    seqPwrFrac_pct 41.5 \
    hold_viol_final 0 \
    logic_family "multiplexers" \
    clkPwrFrac_pct 50.0 \
    dpl.hpwl_um 90400 \
    placed_cells 3706 \
    drc_errors 0 \
    vias_per_cell 6.08 \
    mux_share_pct 26.9 \
    aoi_share_pct 4.06 \
    top_cells_by_count "edfxtp_1, mux4_2, mux2i_1" \
    relSlewSlack_pct 33.9 \
    p_switching_w 0.00459 \
    ys_async_sr_fraction_pct 0 \
    synth_area_leader_cell "edfxtp_1" \
    failed_checks "negative setup slack" \
    maxCapViolCount 0 \
    endpoint "Data_A[6]" \
    warnings 1030 \
    synth.distinct_cells 40 \
    rows 111 \
    ant_nets 0 \
    setup_slack_ns -0.494 \
    cellPowerDensity_nw_per_um2 266 \
    ys_sh_adder_pct 0 \
    grt_pass1_vias 35400 \
    routed_wl_um 154000 \
    netlist_area_sq_um 46900 \
    avgSynthCellArea_sq_um 20.3 \
    cts_max_level 3 \
    first_pass_iters 5 \
    power_frac_comb_pct 8.5 \
    design_area_sq_um 60500 \
    cpPeakStageDelay_ns 0.56 \
    core_area_sq_um 92400 \
    crit_path_start_kind "flop" \
    die_w_um 308 \
    gp_congestion 0.913 \
    slew_violations 0 \
    ys_sh_xor_pct 0 \
    setup-violations-final 63 \
    overflow 0 \
]
[placed cells by master (no fill, tap or decap), types with 24 or more instances in the layout]
cell and n:
inv_1 1046, edfxtp_1 992, mux4_2 476, buf_4 192, mux2i_1 144, clkbuf_16 114
buf_12 60, o22ai_1 51, buf_2 49, a22o_1 40, clkdlybuf4s50_1 40, and2_1 34
nor2_4 33, dfxtp_1 32, mux2_2 29, nor3_4 28, o221ai_1 24
[how the worst min path moves through the flow]
stage | from | endpoint | cells after the start
CTS | Addr_B[4] | Data_B[22] | 5
global route | Addr_B[4] | Data_B[22] | 5
finish | Addr_B[4] | Data_B[22] | 5
[logic make-up (layout without fill, tap and decap cells)]
kind of cell | after synthesis | after routing
buffers and inverters | 195 | 1592
flip-flops | 1024 | 1024
AND-OR/OR-AND | 254 | 254
AND/OR/NAND/NOR | 180 | 180
multiplexers | 660 | 660
[power by group through the flow]
stage / logic [W] / clock network (W) / registers [W]
CTS: 0.00134 / 0.00827 / 0.00669
global route: 0.00144 / 0.00893 / 0.00668
finish: 0.00137 / 0.00806 / 0.00669
[stage by stage]
step	worst slack, ns	TNS [ns]	utilization, %
2_1_floorplan	-0.275	-80.10	-
3_3_place_gp	-0.606	-4.27	55.7
3_5_place_dp	-0.527	-4.67	55.7
4_1_cts	-0.518	-18.43	65.2
5_1_grt	-0.558	-21.16	65.5
6_report	-0.494	-16.03	65.5
[timing repair]
item                                   CTS  global route
pin swaps                              114            38
setup endpoints to repair               64            64
endpoints found under the hold margin    0             0
resized                                477            41
setup buffers                           27            15
hold buffers                             0             0
[worst max-delay path: cells and delay by family, from the launching register on]
family	cells	cell delay, ns
simple gates	1	0.09
flops	1	0.38
compound gates	1	0.13
buf+inv	2	0.32
mux	2	1.03
[cell type report]
| type | instances | area, sq um |
|---|---|---|
| tap | 1243 | 1560 |
| clock buffer | 114 | 2850 |
| multi-input combinational | 1094 | 17300 |
| timing repair buffer | 361 | 3510 |
| fill | 6051 | 31900 |
| sequential | 1024 | 30400 |
| inverter | 1 | 3.75 |
| clock inverter | 1116 | 4800 |
[layer usage]
| layer | part of all wire (%) | GRT usage (%) | up-vias | routed length (um) |
|---|---|---|---|---|
| li1 | - | - | 12800 | - |
| met4 | 4.7 | 18.4 | 16 | 7310 |
| met2 | 45 | 49.0 | 2376 | 70000 |
| met3 | 20 | 35.0 | 395 | 30700 |
| met5 | 0.24 | 4.39 | - | 374 |
| met1 | 30 | 42.1 | 14500 | 45700 |
